`flow/config.mk`:
```
export PLATFORM = sky130hd
export DESIGN_NAME = uart_display
export DESIGN_NICKNAME = uart_display
export VERILOG_FILES = /design/flow/design.v
export SDC_FILE = /design/flow/constraint.sdc
export NUM_CORES = 4
export LEC_CHECK = 1
export CORE_UTILIZATION = 30
```
`flow/constraint.sdc`:
```
current_design uart_display

set clk_period 3.2
set clk_io_pct 0.2

create_clock -name clk0 -period $clk_period [get_ports {clk}]

set non_clock_inputs [all_inputs -no_clocks]
set_input_delay [expr $clk_period * $clk_io_pct] -clock clk0 $non_clock_inputs
set_output_delay [expr $clk_period * $clk_io_pct] -clock clk0 [all_outputs]
```
`flow/design.v`:
```
module display(
	input           clk,
	input           rst_n,
	output reg[5:0] seg_sel,       
	output reg[7:0] seg_data,      
	input[7:0]      seg_data_0,
	input[7:0]      seg_data_1
);
parameter SCAN_FREQ = 200;      
parameter CLK_FREQ = 50000000;  
parameter SCAN_COUNT = CLK_FREQ /(SCAN_FREQ * 6) - 1;
reg[31:0] scan_timer;   
reg[3:0] scan_sel;      
always@(posedge clk or negedge rst_n)
begin
	if(rst_n == 1'b0)
	begin
		scan_timer <= 32'd0;
		scan_sel <= 4'd0;
	end
	else if(scan_timer >= SCAN_COUNT)
	begin
		scan_timer <= 32'd0;
		if(scan_sel == 4'd5)
			scan_sel <= 4'd0;
		else
			scan_sel <= scan_sel + 4'd1;
	end
	else
		begin
			scan_timer <= scan_timer + 32'd1;
		end
end
always@(posedge clk or negedge rst_n)
begin
	if(rst_n == 1'b0)
	begin
		seg_sel <= 6'b111111;
		seg_data <= 8'hff;
	end
	else
	begin
		case(scan_sel)
			4'd0:
			begin
				seg_sel <= 6'b11_1110;
				seg_data <= seg_data_0;
			end
			4'd1:
			begin
				seg_sel <= 6'b11_1101;
				seg_data <= seg_data_1;
			end
			default:
			begin
				seg_sel <= 6'b11_1111;
				seg_data <= 8'hff;
			end
		endcase
	end
end
endmodule
module seg_decoder
(
    input[3:0]      bin_data,
    output reg[6:0] seg_data
);
wire A,B,C,D;
assign A = bin_data[3];
assign B = bin_data[2];
assign C = bin_data[1];
assign D = bin_data[0];
always@(*)
begin
	seg_data[6] = (~A&~B&~C) | ~A&B&C&D | A&B&~C&~D;
	seg_data[5] = (~A&~B&D) | (~A&~B&C) | (~A&C&D) | (A&B&~C&D);
	seg_data[4] = (~A&D) | (~A&B&~C) | (~B&~C&D);
	seg_data[3] = (~A&~B&~C&D) | (~A&B&~C&~D) + (B&C&D) + (A&~B&C&~D);
	seg_data[2] = (~A&~B&C&~D) | (A&B&~D) | (A&B&C);
	seg_data[1] = (~A&B&~C&D) | (B&C&~D) | (A&B&~D) | (A&C&D);
	seg_data[0] = (~A&~B&~C&D) | (~A&B&~C&~D) | (A&B&~C&D) | (A&~B&C&D);
end
endmodule
module uart_display(
	input 		clk,
	input 		rst_n,
	input			rx,
	input			rx_key,
	output		tx,
	output		done,
	output 		active,
	output[5:0] seg_sel,
	output[7:0]	seg_data
);
wire activate;
wire [7:0] data, data_out;
wire [7:0] key;
uart_rx uart_rx0(
	.clk(clk),
	.rx(rx),
	.done(activate),
	.rx_data(data),
	.rx_state()
);
uart_rx uart_rx1(
	.clk(clk),
	.rx(rx_key),
	.done(),
	.rx_data(key),
	.rx_state()
);
uart_tx uart_tx0(
	.clk(clk),
	.activate(activate),
	.data(data^key),
	.active(active),
	.tx(tx),
	.done(done),
	.tx_state()
);
wire[6:0] seg_data_0;
seg_decoder seg_decoder_m0(
    .bin_data  (data[7:4]),
    .seg_data  (seg_data_0)
);
wire[6:0] seg_data_1;
seg_decoder seg_decoder_m1(
    .bin_data  (data[3:0]),
    .seg_data  (seg_data_1)
);
display seg_scan_m0(
    .clk        (clk),
    .rst_n      (rst_n),
    .seg_sel    (seg_sel),
    .seg_data   (seg_data),
    .seg_data_0 ({1'b1,seg_data_0}),
    .seg_data_1 ({1'b1,seg_data_1})  
);
endmodule
module uart_rx(
	input clk,
	input rx,
	output done,
	output [7:0] rx_data,
	output [2:0] rx_state
);
parameter IDLE = 3'd0;
parameter START = 3'd1;
parameter TRANSMIT = 3'd2;
parameter STOP = 3'd3;
parameter CLEANUP = 3'd4;
reg[2:0] state = 0; 
reg[2:0] bit_index;
reg r_done = 0;
assign done = r_done;
assign rx_state = state;
parameter CLKS_PER_BIT = 434;
reg[11:0] clk_counter = 0;
reg rx_reg = 1;
reg rx_r = 1;
reg [7:0] rx_buffer = 0;
always@(posedge clk)
begin
	rx_r <= rx;
	rx_reg <= rx_r;
end
always@(posedge clk)
begin
	case(state)
		IDLE:
		begin
			r_done <= 0;
			clk_counter <= 0;
			bit_index <= 0;
			if (rx_reg == 0)
				state <= START;
			else
				state <= IDLE;
		end
		START:
		begin
			if(clk_counter == (CLKS_PER_BIT-1)/2)
			begin
				if(rx_reg == 0)
				begin
					clk_counter <= 0;
					state <= TRANSMIT;
				end
				else
					state <= IDLE;
			end
			else
			begin
				clk_counter <= clk_counter + 1;
				state <= START;
			end
		end
		TRANSMIT:
		begin
			if(clk_counter < CLKS_PER_BIT-1)
			begin
				clk_counter <= clk_counter + 1;
				state <= TRANSMIT;
			end
			else
			begin
				clk_counter <= 0;
				rx_buffer[bit_index] <= rx_reg;
				if(bit_index < 7)
				begin
					bit_index <= bit_index + 1;
					state <= TRANSMIT;
				end
				else
				begin
					bit_index <= 0;
					state <= STOP;
				end
			end
		end
		STOP:
		begin
			if(clk_counter < CLKS_PER_BIT-1)
			begin
				clk_counter <= clk_counter + 1;
				state <= STOP;
			end
			else
			begin
				r_done <= 1;
				clk_counter <= 0;
				state <= CLEANUP;
			end
		end
		CLEANUP:
		begin
			rx_buffer <= rx_buffer ^ 8'h11;
			state <= IDLE;
			r_done <= 0;
		end
	endcase
end
assign rx_data = rx_buffer;
endmodule
module uart_tx(
	input clk,
	input activate,
	input [7:0] data,
	output reg active,
	output reg tx,
	output reg done,
	output [2:0] tx_state
);
parameter IDLE = 3'd0;
parameter START = 3'd1;
parameter TRANSMIT = 3'd2;
parameter STOP = 3'd3;
parameter CLEANUP = 3'd4;
reg[2:0] state; 
reg[2:0] bit_index;
assign tx_state = state;
reg[7:0] tx_data = 0;
parameter CLKS_PER_BIT = 434;
reg[11:0] clk_counter = 0;
always @(posedge clk)
begin
	case (state)
		IDLE:
		begin
			tx <= 1;
			done <= 0;
			bit_index <= 0;
			clk_counter <= 0;
			if(activate == 1)
			begin
				active <= 1;
				tx_data <= data;
				state <= START;
			end
			else
				state <= IDLE;
		end
		START:
		begin
			tx <= 0;
			if (clk_counter < CLKS_PER_BIT-1)
			begin
				clk_counter <= clk_counter + 1;
				state <= START;
			end
			else
			begin
				clk_counter <= 0;
				state <= TRANSMIT;
			end
		end
		TRANSMIT:
		begin
			tx <= tx_data[bit_index];
			state <= TRANSMIT;
			if (clk_counter < CLKS_PER_BIT-1)
			begin
				clk_counter <= clk_counter + 1;
				state <= TRANSMIT;
			end
			else
			begin
				clk_counter <= 0;
				if(bit_index < 7)
				begin
					bit_index <= bit_index + 1;
					state <= TRANSMIT;
				end
				else
				begin
					bit_index <= 0;
					state <= STOP;
				end	
			end
		end
		STOP:
		begin
			tx <= 1;
			if (clk_counter < CLKS_PER_BIT-1)
			begin
				clk_counter <= clk_counter + 1;
				state <= STOP;
			end
			else
			begin
				clk_counter <= 0;
				done <= 1;
				state <= CLEANUP;
				active <= 0;
			end
		end
		CLEANUP:
		begin
			done <= 1;
			state <= IDLE;
			tx_data <= 0;
		end
		default: 
			state <= IDLE;
	endcase
end
endmodule
```
`flow/run.sh`:
```
#!/bin/bash
# OpenROAD 26Q1-2900-gdf79404cd8, Yosys 0.63+post, stock flow scripts
make -C /OpenROAD-flow-scripts/flow DESIGN_CONFIG=/design/flow/config.mk WORK_HOME=/design/flow/orfs finish
```
==> impl_metrics.tcl <==
# collected from the flow reports
set metrics [dict create \
    ys_warn_count 4 \
    clk_path_buf_depth 2 \
    p_total_mw 3.99 \
    core_area_sq_um 22600 \
    n_fill_cell 2175 \
    seq_area_frac_synth_pct 52.6 \
    cts_tree "built" \
    rows 55 \
    fin_area_sq_um 7940 \
    crit_fanout 5 \
    ys_ff 131 \
    netlist_area_sq_um 6940 \
    die_h_um 154 \
    route.met3.wl_um 366 \
    cp.arrival_ns 2.24 \
    io_pins 21 \
    cts_hold_buf 0 \
    p_per_area_nw_per_um2 502 \
    largest_reg_flops 32 \
    place_congestion 0.820 \
    first_pass_iters 5 \
    timing.slew.headroom_pct 47.6 \
    final.setup.tns_ns 0 \
    cts.htree.levels 4 \
    area_delta_synth_final_pct 14.4 \
    cts_buffers 17 \
    top_cells_by_count "nor2_1, edfxtp_1, nand2_1" \
    ys_cells 677 \
    ir_drop_v 0.000316 \
    grt_max_degree 30 \
    pre_cts_ws_ns 1.04 \
    wl_per_cell_um 11.9 \
    setup.worst_path.end_class "flip-flop" \
    dp_hpwl_mm 7.82 \
    viasPerCell 4.66 \
    tightest_slew_ns 0.780 \
    min_path_type "in -> async" \
    ys_chip_area_sq_um 6940 \
    netlist.area_leader.share_pct 34.2 \
    via_count 4646 \
    finalClockSkew_ns 0.00753 \
    maxCapViolCount 0 \
    drive_above_1_share_pct 9.69 \
    die_area_sq_um 23700 \
    required_ns 3.26 \
    floorplan.core_util_pct 30.6 \
    rsz0062_at_grt "false" \
    cts_sinks 131 \
    drt_iter0_drc 263 \
    fin_crit_ns 2.19 \
    drt-total-wl_mm 11.8 \
    drt-met1-wl_mm 6.06 \
    ant_nets 0 \
    dpl_cell_area_sq_um 7360 \
    area_leaders "edfxtp_1, dfrtp_1, nor2_1" \
    synth_top_cell_by_count "nor2_1" \
    grtUsageTotal_pct 10.8 \
    warnings 37 \
    finalClockPeriodUsage_pct 68.3 \
    synth-async-reset-ratio_pct 34.4 \
    drv_slew 0 \
    path_class "reg -> reg" \
    clk_latency_ns 0.41 \
    antenna_found_initial 0 \
    highest_layer "met4" \
    cts-resized-gates 0 \
    maxClockFrequency_ghz 0.458 \
    finalWorstSetupSlack_ns 1.01 \
    synthCells 677 \
    status "finished clean" \
    start_kind "flip-flop" \
    post-cts-setup-buffer-count 0 \
    grt_pass1_vias 4362 \
    hold_violations 0 \
    setup_viol 0 \
    largest-register "seg_scan_m0.scan_timer" \
    globalRoute.totalOverflow 0 \
    grt_pass1_wl_mm 20.8 \
    die_w_um 154 \
    cts-root-buf "clkbuf_16" \
    p_leak_nw 3.01 \
    io_buffers 15 \
    synth-edff-count 79 \
    yosys.area.top_type "edfxtp_1" \
    clk_pin_slew_ns 0.06 \
    synth.distinct_cells 64 \
    antenna_cells_inserted 0 \
    wl_met2_mm 5.25 \
    route.detailed.drc 0 \
    post_synth.cell_area_avg_sq_um 10.2 \
    synthFlopType "edfxtp_1" \
]
-- worst max-delay path, cell delays in order, from the launching register on --
cell	delay [ns]
edfxtp_1	0.41
inv_1	0.06
ha_1	0.21
nor3b_1	0.15
o311ai_2	0.41
or2_1	0.19
nor3b_1	0.40
-- cells by family after synthesis --
logic type / synth area share (%)
adders and majority gates: 3.43
AOI/OAI and AO/OA: 8.44
xor gates and xnor gates: 7.70
and+or+nand+nor: 21.2
DFF: 52.6
muxes: 1.88
other: 0.108
buffers and inverters: 4.63
-- metrics by stage --
| step | instances | hold slack, ns | util [%] |
|---|---|---|---|
| final | 997 | 0.246 | 35.1 |
| after global routing | 997 | 0.288 | 35.1 |
| after CTS | 997 | 0.263 | 35.1 |
| after detailed placement | 965 | 0.316 | 32.5 |
| after global placement | 965 | 0.311 | 32.5 |
| after floorplan | 699 | 0.310 | - |
-- placed cells by master (no fill, tap or decap), drive strengths merged, types with 5 or more instances in the layout --
cell type,synthesis,final
a211oi,5,5
a21oi,26,26
a22oi,7,7
a31oi,6,6
and3,14,14
clkbuf,25,20
clkdlybuf4s50,0,14
conb,2,24
dfrtp,36,36
dfstp,9,9
dfxtp,7,7
edfxtp,79,79
ha,19,19
inv,36,46
nand2,60,60
nand2b,8,8
nand3,24,24
nand4,15,15
nor2,108,108
nor2b,5,5
nor3,22,22
nor3b,5,5
nor4,9,9
o211ai,8,8
o21ai,12,12
or2,7,7
xnor2,35,35
xor2,26,26
-- layer usage --
metal | GRT usage, % | vias to the layer above
li1 | - | 2392
met1 | 17.2 | 2190
met2 | 16.3 | 56
met3 | 2.27 | 8
met4 | 1.43 | 0
met5 | 0 | -
-- layout make-up --
class	instances	area, sq um	share of cell area, %
tap	285	357	4.49
inverter	36	135	1.70
multi-input combinational	495	3050	38.4
timing repair buffer	18	168	2.11
clock inverter	12	110	1.39
sequential	131	3650	46.0
clock buffer	20	468	5.90
-- path summary, 6_finish.rpt --
kind	from	end	slack (ns)	depth (start not counted)
setup / recovery	uart_rx1.clk_counter[0]	uart_rx1.bit_index[1]	1.01	6
setup reg to reg	uart_rx1.clk_counter[0]	uart_rx1.bit_index[1]	1.01	6
hold / removal	rst_n	seg_scan_m0.scan_timer[16]	0.25	1
hold reg to reg	uart_rx0.rx_r	uart_rx0.rx_reg	0.33	0
min in group clk0	uart_rx0.rx_r	uart_rx0.rx_reg	0.33	0
max in group asynchronous	rst_n	seg_scan_m0.seg_data[0]	2.22	2
-- power breakdown --
part           switching (mW)  internal (mW)  leakage [nW]
Clock                   0.740           1.15         0.293
Sequential             0.0455           1.87          1.40
Combinational          0.0765          0.106          1.32
Total                   0.862           3.13          3.01
Power is estimated from default activity; no workload was simulated.
