**./config.mk**
```make
export PLATFORM = sky130hd
export DESIGN_NAME = xor_cipher
export DESIGN_NICKNAME = xor_cipher
export VERILOG_FILES = /design/flow/design.v
export SDC_FILE = /design/flow/constraint.sdc
export NUM_CORES = 4
export LEC_CHECK = 1
export CORE_AREA = 10 10 83 83
export DIE_AREA = 0 0 93 93
```
**./constraint.sdc**
```tcl
current_design xor_cipher

set clk_period 1.8
set clk_io_pct 0.2

create_clock -name clk0 -period $clk_period [get_ports {clk}]

set non_clock_inputs [all_inputs -no_clocks]
set_input_delay [expr $clk_period * $clk_io_pct] -clock clk0 $non_clock_inputs
set_output_delay [expr $clk_period * $clk_io_pct] -clock clk0 [all_outputs]
```
**./design.v**
```verilog
module xor_cipher(
	input clk,
	input activate,
	input [7:0] in,
	input [7:0] key,
	output [7:0] out,
	output reg done
);
parameter IDLE = 3'd0;
parameter ENCRYPT = 3'd1;
parameter STOP = 3'd3;
parameter CLEANUP = 3'd4;
reg [2:0] state = 0;
reg [7:0] data_out = 0;
always@(posedge clk)
begin
	case (state)
		IDLE:
		begin
			done <= 0;
			data_out <= 0;
			if(activate)
			begin
				state <= ENCRYPT;
			end 
			else
			begin
				state <= IDLE;
			end
		end
		ENCRYPT:
		begin
			done <= 0;
			data_out <= in ^ key;
			state <= STOP;
		end
		STOP:
		begin
			done <= 1;
			state <= CLEANUP;
		end
		CLEANUP:
		begin
			done <= 0;
			state <= IDLE;
		end
	endcase
end
assign out = data_out;
endmodule
```
**./run.sh**
```bash
#!/bin/bash
# OpenROAD 26Q1-2900-gdf79404cd8, Yosys 0.63+post, stock flow scripts
make -C /OpenROAD-flow-scripts/flow DESIGN_CONFIG=/design/flow/config.mk WORK_HOME=/design/flow/orfs finish
```
==> flow_summary.yaml <==
# generated from flow reports
run_status:
  run_status: "completed"
clock_network:
  clock_pin_slew_of_the_registers_on_the_worst_case_setup_and_hold_paths_ns: 0.05
  cts.hold.buffers_added: 0
  clock_tree_root: "sky130_fd_sc_hd__clkbuf_8"
  clock.latency.late_pin_ns: 0.23
  ctsLongestPathBuffers: 2
  cts.repair.resized: 0
  ctsHtreeMaxLevel: 1
  cts_setup_buffers: 0
  total_cts_buffers: 3
  numClockSinks: 12
  cts_tree: "yes"
floorplanning:
  die-width_um: 93
  fp.dieH_um: 93
  area_of_the_core_um2: 5140
  placementRows: 26
  initCoreUtil: 0.104
  top_level_port_count: 27
  fp.dieArea_um2: 8650
critical_path:
  arrival_time_worst_endpoint_ns: 1.05
  cp_data_required_time_ns: 1.44
  cp-end-kind: "output port"
  critical_path.max_stage_delay_ns: 0.50
  worst_path_max_delay_cell: "sky130_fd_sc_hd__clkdlybuf4s50_1"
  worst-r2r-setup-slack_ns: 0.49
  path_cells: "clkdlybuf4s50_1"
  worstReg2RegEnd: "data_out[5]"
  path_class: "flop to output port"
  crit_path_start_kind: "flop"
  r2r.worst_path.cells: 1
  timing.critical_path.buf_inv: 1
  timing.critical_path.fanout_max: 1
  reg2reg_from: "state[2]"
  cp_top_family: "buffers and inverters"
placement:
  hpwlAfterDp_um: 1040
  placement.setup.worst_slack_ns: 0.479
  globalplace.congestion: 0.677
  port-buffer-count: 26
sta:
  grt_setup_unrepaired: "no"
  worst_hold_slack_ns: 0.636
  fin_crit_ns: 1.41
  setup_viol: 0
  layout_setup_ws_ns: 0.393
  setup_tns_ns: 0
  timing_worst_slew_pin_value_ns: 0.565
  timing_hold_violations_final: 0
  final_min_period_over_clock_period: 0.782
  max_clock_freq_mhz: 711
  worst_clock_skew_on_the_final_layout_ns: 0.00562
  timing.max_slew.rel_slack: 0.622
  pins_over_their_slew_limit: 0
grt:
  number_of_global_route_vias_before_repair: 398
  antenna_found_initial: 0
  gr-usage-all-layers: 0.0255
  grt_start_max_net_pins: 10
  global_route.overflow_total: 0
  grt_pass1_wl_um: 1720
min_path:
  worstHoldEndpoint: "done"
  min-delay-start: "state[1]"
  whs_path_depth: 1
  timing.hold.worst.class: "flop to flop"
detailed_routing:
  drt_iter0_markers: 7
  dr_wl_met3_um: 138
  postRouteAntennaNets: 0
  post-route-drc-count: 0
  dr_total_vias: 357
  first_pass_iters: 2
  antennaDiodeCount: 0
  drt-total-wl_um: 1140
  dr.max_layer_used: "met4"
  met2_wirelength_um: 472
  route.detailed.wl_per_inst_um: 8.34
  route.detailed.vias_per_inst: 2.61
  wl_met1_um: 525
synth:
  synthTopCellsByArea: "sky130_fd_sc_hd__edfxtp_1, sky130_fd_sc_hd__xnor2_1, sky130_fd_sc_hd__nor2_1, sky130_fd_sc_hd__buf_6, sky130_fd_sc_hd__and3b_2"
  netlist_instances: 38
  top_area_frac: 0.676
  synth.yosys.seq_area_share: 0.676
  postSynthAreaPerCell_um2: 14.0
  yosysTopAreaCell: "sky130_fd_sc_hd__edfxtp_1"
  yosysChipArea_um2: 533
  ys_warn_count: 1
  netlist-cell-type-count: 11
  syn_area_um2: 533
  synth-cells-yosys: 38
  number_of_synthesized_register_bits: 12
pwr:
  total_switching_power_mw: 0.308
  pwr_density_cell_nw_per_um2: 1360
  power.switching_fraction: 0.249
  ir_drop_v: 0.000390
  sequentialPowerShare: 0.479
  power_report.internal_total_mw: 0.932
  clock_power_share: 0.187
  combinationalPowerShare: 0.334
  static-leakage-power_nw: 0.313
flow_run:
  max_cap_violations: 0
  warnings: 25
layout:
  syn2layout_area_growth_pct: 71.6
  num-fill-cells: 581
  post_route_cells_drive_above_1_share: 0.0746
## worst max path at each step
stage	from	endpoint	slack [ns]	depth (start not counted)
CTS	done	done	0.38	1
global route	data_out[7]	out[7]	0.35	1
finish	done	done	0.39	1
## power by group through the flow
stage     Sequential (mW)  Clock (mW)  Combinational [mW]
5_1_grt             0.610       0.262               0.452
6_report            0.594       0.232               0.414
4_1_cts             0.598       0.235               0.432
## cells in the mapped netlist
cell	number
sky130_fd_sc_hd__edfxtp_1	12
sky130_fd_sc_hd__nor2_1	10
sky130_fd_sc_hd__xnor2_1	8
sky130_fd_sc_hd__a211oi_1	1
sky130_fd_sc_hd__a21o_2	1
sky130_fd_sc_hd__and3b_2	1
sky130_fd_sc_hd__buf_6	1
sky130_fd_sc_hd__inv_1	1
sky130_fd_sc_hd__mux2i_1	1
sky130_fd_sc_hd__o21ai_0	1
sky130_fd_sc_hd__or3b_1	1
## cell families after synthesis
logic type / after synthesis / share of synthesized area
DFF: 12 / 0.676
buffers and inverters: 2 / 0.0282
muxes: 1 / 0.0188
AOI/OAI and AO/OA: 3 / 0.0399
and+or+nand+nor: 12 / 0.106
xor gates and xnor gates: 8 / 0.131
## area by class of cell
cell class | instances | area (um^2) | area share
clock buffers | 3 | 41.3 | 0.0451
multi-input cells | 24 | 158 | 0.172
clock inverters | 1 | 3.75 | 0.00410
repair buffers | 26 | 260 | 0.285
well taps | 70 | 87.6 | 0.0958
flip-flops and latches | 12 | 360 | 0.394
inverters | 1 | 3.75 | 0.00410
## layer usage
| metal | global-route usage | vias up |
|---|---|---|
| li1 | - | 191 |
| met1 | 0.0296 | 142 |
| met2 | 0.0380 | 22 |
| met3 | 0.0194 | 2 |
| met4 | 0.00257 | 0 |
| met5 | 0 | - |
## layout by cell type, fill, tap and decap left out
| cell type | netlist | routed |
|---|---|---|
| sky130_fd_sc_hd__xnor2_1 | 8 | 8 |
| sky130_fd_sc_hd__a21o_2 | 1 | 1 |
| sky130_fd_sc_hd__clkbuf_8 | 0 | 3 |
| sky130_fd_sc_hd__a211oi_1 | 1 | 1 |
| sky130_fd_sc_hd__and3b_2 | 1 | 1 |
| sky130_fd_sc_hd__nor2_1 | 10 | 10 |
| sky130_fd_sc_hd__clkdlybuf4s50_1 | 0 | 26 |
| sky130_fd_sc_hd__or3b_1 | 1 | 1 |
| sky130_fd_sc_hd__edfxtp_1 | 12 | 12 |
| sky130_fd_sc_hd__inv_1 | 1 | 1 |
| sky130_fd_sc_hd__mux2i_1 | 1 | 1 |
| sky130_fd_sc_hd__clkinv_1 | 0 | 1 |
| sky130_fd_sc_hd__o21ai_0 | 1 | 1 |
## flip-flops by register name, summed over array words and instances (netlist names)
| signal | cells |
|---|---|
| data_out | 8 |
| state | 3 |
| done | 1 |
## stage by stage
stage | cell area (um^2) | power [mW] | cells | utilization
finish | 915 | 1.24 | 137 | 0.178
global route | 915 | 1.32 | 137 | 0.178
CTS | 915 | 1.27 | 137 | 0.178
detailed placement | 870 | 1.03 | 133 | 0.169
global placement | 870 | 1.02 | 133 | 0.169
floorplan | 533 | 0.746 | 38 | -
Power figures rest on the tool's default switching activity, not on a simulated workload.
